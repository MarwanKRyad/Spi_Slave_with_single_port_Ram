File: flow/design.v
module RAM(din,rx_valid,tx_valid,clk,rstn,dout);
parameter MEM_WIDTH=8; 
parameter MEM_DEPTH=256; 
input clk,rstn,rx_valid;
input [9:0] din;
output reg [MEM_WIDTH-1:0] dout;
output reg tx_valid;
reg [7:0] address;
reg [MEM_WIDTH-1:0] mem [MEM_DEPTH-1:0];
always @(posedge clk ) begin
	if (!rstn) begin
		dout<=0;
	end
	else begin
			if(rx_valid==1 && din[9:8]==2'b00 )
				address<=din[7:0];
			else if ( rx_valid==1 && din[9:8]==2'b10)
				begin
				address<=din[7:0];
				tx_valid<=0;
				end
			else if (rx_valid==1 && din[9:8]==2'b01)
				mem[address]<=din[7:0];
			else if (rx_valid==1 && din[9:8]==2'b11)
				begin
					dout<=mem[address];
					tx_valid<=1;
				end
	 	end
end
endmodule
module Spi_Ram(MOSI,MISO,SS_n,clk,rst_n);
input MOSI,clk,SS_n,rst_n;
output MISO;
wire [9:0] rx_data_internal;
wire rx_vaild_internal,tx_valid_internal;
wire [7:0] tx_data_internal;
spi DUT_spi(.clk(clk),.rstn(rst_n),.MISO(MISO),.MOSI(MOSI),.SS_n(SS_n),.rx_data(rx_data_internal),.rx_valid(rx_vaild_internal),.tx_data(tx_data_internal),.tx_valid(tx_valid_internal));
RAM DUT_RAM(.din(rx_data_internal),.rx_valid(rx_vaild_internal),.tx_valid(tx_valid_internal),.clk(clk),.rstn(rst_n),.dout(tx_data_internal));
endmodule
module spi(clk,rstn,MISO,MOSI,SS_n,rx_data,rx_valid,tx_data,tx_valid);
input clk,rstn,MOSI,SS_n,tx_valid;
output reg [9:0] rx_data;
output reg MISO,rx_valid;
input [7:0] tx_data;
parameter IDLE=0;
parameter CHK_CMD=1;
parameter READ_DATA=2;
parameter READ_ADD=3;
parameter WRITE=4;
reg [2:0] cs,ns;
reg read_add_data;
reg [3:0] counter;
reg rst_counter;
reg [9:0] shift_reg;
reg dummy;
always@(SS_n,cs,MOSI)begin
	case(cs)
	IDLE:begin 
			if(SS_n==1)
				ns=IDLE;
			else
				ns=CHK_CMD;
	    end
	CHK_CMD:begin 
				if(SS_n==1)
					ns=IDLE;
				else if(SS_n==0 & MOSI==0)
					ns=WRITE;
				else if(SS_n==0 & MOSI==1 )
					begin casex(read_add_data)
					0:ns=READ_ADD;
					1:ns=READ_DATA;
					1'bx:ns=READ_ADD;
					endcase
					end
			end
	READ_DATA:begin 
				read_add_data=0;
				if(SS_n==0)
					ns=READ_DATA;
				else
					ns=IDLE;
			end
	READ_ADD:begin 
				read_add_data=1;
				if(SS_n==0)
					ns=READ_ADD;
				else
					ns=IDLE;
			end
	WRITE:begin 
				if(SS_n==0)
					ns=WRITE;
				else
					ns=IDLE;
			end
	endcase
end
always @(posedge clk or negedge rstn) begin
	if (rstn==0) begin
		cs<=IDLE;
	end
	else begin
	cs<=ns;
	end
end
always @(posedge clk)begin
	if(cs==IDLE)
	begin
	rx_valid=0;
	end
	if(cs==CHK_CMD)
	begin
	counter=0;
	shift_reg=0;
	dummy=0;
	end
	case(cs)
  	WRITE:begin
		    	shift_reg[9-counter]=MOSI;
	    		counter=counter+1;
	    		if (counter==10)
	    			begin 
	    			counter=0;
	    			rx_data=shift_reg;
	    			rx_valid=1;
	    			end
	 	  end
	READ_ADD:begin
				shift_reg[9-counter]=MOSI;
	    		counter=counter+1;
	    		if (counter==10)
	    			begin 
	    				counter=0;
	    				rx_data=shift_reg;
	    				rx_valid=1;
	    			end
			 end 
    READ_DATA:begin
    				if(tx_valid==1) 
    				begin
    				rx_valid=0;
    				MISO=tx_data[7-counter];
    				counter=counter+1;
	    			if (counter==8)
	    			counter=0;
	    			end
	    			if(dummy==0)
	    			begin
	    			shift_reg[9-counter]=MOSI;
	    			counter=counter+1;
	    			if (counter==10)
	    			begin 
	    				counter=0;
	    				rx_data=shift_reg;
	    				rx_valid=1;
	    				dummy=1;
	    			end
	    			end
			 end 
	endcase
end
endmodule
File: flow/run.sh
#!/bin/bash
# OpenROAD 26Q1-2900-gdf79404cd8, Yosys 0.63+post, stock flow scripts
make -C /OpenROAD-flow-scripts/flow DESIGN_CONFIG=/design/flow/config.mk WORK_HOME=/design/flow/orfs finish
File: flow/config.mk
export PLATFORM = sky130hd
export DESIGN_NAME = Spi_Ram
export DESIGN_NICKNAME = Spi_Ram
export VERILOG_FILES = /design/flow/design.v
export SDC_FILE = /design/flow/constraint.sdc
export NUM_CORES = 4
export LEC_CHECK = 1
export CORE_UTILIZATION = 30
File: flow/constraint.sdc
current_design Spi_Ram

set clk_period 43.6
set clk_io_pct 0.2

create_clock -name clk0 -period $clk_period [get_ports {clk}]

set non_clock_inputs [all_inputs -no_clocks]
set_input_delay [expr $clk_period * $clk_io_pct] -clock clk0 $non_clock_inputs
set_output_delay [expr $clk_period * $clk_io_pct] -clock clk0 [all_outputs]
==> run_summary.xml <==
<?xml version="1.0" encoding="UTF-8"?>
<metrics>
  <group name="status">
    <metric name="run_status" unit="">complete, no violations</metric>
  </group>
  <group name="synth">
    <metric name="synth_area_per_cell" unit="µm²">21.0</metric>
    <metric name="dominantRegCellSynth" unit="">edfxtp_1</metric>
    <metric name="yosysTopAreaCell" unit="">edfxtp_1</metric>
    <metric name="yosys_warnings" unit="">2</metric>
    <metric name="async_reset_ff_share" unit="%">0.143</metric>
    <metric name="yosys-stat-area" unit="µm²">83100</metric>
    <metric name="post-synth-top-area-fraction" unit="%">74.7</metric>
    <metric name="yosys-top-cells-area" unit="">edfxtp_1 75%, mux4_2 15%, mux2i_1 1.4%</metric>
    <metric name="post_synth_most_frequent_cells" unit="">2068 x edfxtp_1, 572 x mux4_2, 296 x nor2_1, 118 x mux2i_1, 116 x clkbuf_1</metric>
    <metric name="syn_area" unit="µm²">83100</metric>
    <metric name="ff_latch_count_synth" unit="">2099</metric>
    <metric name="top_cell" unit="">edfxtp_1</metric>
    <metric name="synth-edff-count" unit="">2068</metric>
    <metric name="yosys-stat-cells" unit="">3955</metric>
    <metric name="synth.distinct_cells" unit="">90</metric>
    <metric name="syn_inst" unit="">3955</metric>
  </group>
  <group name="final_timing">
    <metric name="period_used_share" unit="%">27.2</metric>
    <metric name="timing_hold_violations_final" unit="">0</metric>
    <metric name="final.setup.tns" unit="ns">0</metric>
    <metric name="untimed_endpoints" unit="">7</metric>
    <metric name="clock.fmax" unit="MHz">84.3</metric>
    <metric name="report.final.setup_viol" unit="">0</metric>
    <metric name="finalHoldWorstSlack" unit="ns">0.461</metric>
    <metric name="grt_setup_unrepaired" unit="">no</metric>
    <metric name="final_tally_of_max_slew_violations" unit="">0</metric>
    <metric name="worstMarginPinSlew" unit="ns">1.03</metric>
    <metric name="fin_crit" unit="ns">11.86</metric>
    <metric name="setup_slack" unit="ns">31.74</metric>
    <metric name="timing.max_slew.rel_slack" unit="%">30.7</metric>
    <metric name="worst_clock_skew" unit="ns">0.0704</metric>
    <metric name="unclocked_regs" unit="">4</metric>
  </group>
  <group name="clock_network">
    <metric name="ctsRootBufferMaster" unit="">clkbuf_16</metric>
    <metric name="cts_made_buffers" unit="">201</metric>
    <metric name="cts_tree" unit="">yes</metric>
    <metric name="clock_tree.htree_level_count" unit="">4</metric>
    <metric name="post_cts_hold_buffer_count" unit="">0</metric>
    <metric name="clk-insertion-delay-late" unit="ns">0.87</metric>
    <metric name="number_of_instances_resized_during_post_cts_repair" unit="">0</metric>
    <metric name="maximum_buffer_depth_of_the_clock_tree" unit="">3</metric>
    <metric name="cts.clk_slew.worst_paths" unit="ns">0.06</metric>
    <metric name="post-cts-setup-buffers" unit="">0</metric>
  </group>
  <group name="worst_setup_path">
    <metric name="timing.critical_path.from_type" unit="">input port</metric>
    <metric name="worstPathMaxFanout" unit="">14</metric>
    <metric name="crit_path_end_kind" unit="">flop</metric>
    <metric name="critical_path_start_end_classification" unit="">in -&gt; reg</metric>
    <metric name="rr_startpoint" unit="">DUT_spi.cs[1]</metric>
    <metric name="setup_slack_on_the_worst_flop_to_flop_path" unit="ns">36.79</metric>
    <metric name="timing.critical_path.required" unit="ns">44.05</metric>
    <metric name="crit_arrival" unit="ns">12.31</metric>
    <metric name="worstRegToRegCells" unit="">20</metric>
    <metric name="timing.rr.end" unit="">DUT_spi.rx_data[5]</metric>
  </group>
  <group name="min_path">
    <metric name="hold_path_end" unit="">DUT_spi.shift_reg[8]</metric>
    <metric name="whs_path_depth" unit="">2</metric>
    <metric name="worst_hold_startpoint" unit="">DUT_spi.shift_reg[8]</metric>
    <metric name="worstHoldPathType" unit="">reg -&gt; reg</metric>
  </group>
  <group name="placement">
    <metric name="place_hpwl" unit="mm">146</metric>
    <metric name="gp_routability_congestion" unit="">0.968</metric>
    <metric name="numPortBuffers" unit="">4</metric>
    <metric name="dpl-instance-area" unit="µm²">88000</metric>
    <metric name="dp_worst_setup_slack" unit="ns">31.09</metric>
    <metric name="dpl.cell_count" unit="">7559</metric>
  </group>
  <group name="floorplanning">
    <metric name="number_of_placement_rows" unit="">192</metric>
    <metric name="floorplan.die_area" unit="µm²">279000</metric>
    <metric name="floorplan.die.width" unit="µm">528</metric>
    <metric name="fp_util" unit="%">30.3</metric>
    <metric name="io_pins" unit="">5</metric>
    <metric name="core_area" unit="µm²">275000</metric>
    <metric name="chipHeight" unit="µm">528</metric>
  </group>
  <group name="finish">
    <metric name="fillerInstances" unit="">24909</metric>
    <metric name="finalNonFillerCells" unit="">7938</metric>
    <metric name="area_growth_syn_to_layout" unit="%">14.2</metric>
    <metric name="post_route_cells_drive_above_1_share" unit="%">25.1</metric>
    <metric name="share_of_the_core_filled_with_cells" unit="%">34.6</metric>
    <metric name="flip_flop_count_of_the_largest_register_all_copies_and_words_added" unit="">2048</metric>
    <metric name="stdcell_area" unit="µm²">94900</metric>
  </group>
  <group name="power">
    <metric name="power.leakage" unit="nW">28.8</metric>
    <metric name="pwr_density_cell" unit="nW/µm²">42.1</metric>
    <metric name="power" unit="mW">4.00</metric>
    <metric name="vdd_ir_max" unit="V">0.0000406</metric>
  </group>
  <group name="detailed_routing">
    <metric name="drt_first_iter_violations" unit="">2925</metric>
    <metric name="drc" unit="">0</metric>
    <metric name="drt_wl_total" unit="mm">231</metric>
    <metric name="avgRoutedWirePerCell" unit="µm">29.1</metric>
    <metric name="drt_pre_antenna_iters" unit="">7</metric>
    <metric name="detailed_route_vias_per_instance" unit="">5.18</metric>
    <metric name="drt.antenna.violating_nets" unit="">0</metric>
    <metric name="dr_total_vias" unit="">41112</metric>
  </group>
  <group name="run">
    <metric name="drv.max_cap_violation_count" unit="">0</metric>
    <metric name="openroad.warnings" unit="">37</metric>
  </group>
  <group name="global_routing">
    <metric name="grt_use_total" unit="%">18.0</metric>
    <metric name="antenna_found_initial" unit="">3</metric>
    <metric name="global_route_wire_length_before_repair" unit="mm">332</metric>
    <metric name="grt_overflow" unit="">0</metric>
    <metric name="grt_start_max_net_pins" unit="">105</metric>
    <metric name="grt_pass1_vias" unit="">46059</metric>
  </group>
</metrics>
[critical path, stage by stage]
cell and delay, ns:
clkdlybuf4s50_1 0.46, buf_4 0.27, nand4b_1 0.25, nor3_1 0.68, nand3_2 0.79, buf_4 0.56, nor2_1 0.56
[cell usage in the layout, fill, tap and decap left out, drive strengths merged, types with 9 or more instances in the layout]
cell type | netlist | layout
ha | 24 | 24
mux2 | 11 | 11
nor2b | 34 | 34
nand2 | 95 | 95
nor2 | 297 | 297
o21ai | 36 | 36
a31oi | 13 | 13
dfxtp | 24 | 24
inv | 31 | 39
nand3 | 47 | 47
nand4 | 16 | 16
a32oi | 9 | 9
and2 | 13 | 13
mux4 | 572 | 572
clkinvlp | 0 | 16
clkinv | 0 | 89
buf | 117 | 152
a22oi | 28 | 28
nor3 | 38 | 38
clkbuf | 120 | 231
bufinv | 0 | 33
a21oi | 33 | 33
a211oi | 15 | 15
o211ai | 15 | 15
edfxtp | 2068 | 2068
nor4 | 9 | 9
o22ai | 16 | 16
mux2i | 118 | 118
o31ai | 9 | 9
[logic make-up (layout without fill, tap and decap cells)]
| family | after synthesis | in the layout | synth area share [%] |
|---|---|---|---|
| DFF | 2095 | 2095 | 75.4 |
| adders and majority gates | 24 | 24 | 0.361 |
| xor gates and xnor gates | 12 | 12 | 0.145 |
| and+or+nand+nor | 612 | 612 | 3.42 |
| AOI/OAI and AO/OA | 238 | 238 | 2.06 |
| latches | 4 | 4 | 0.0723 |
| muxes | 701 | 701 | 17.1 |
| buffers and inverters | 269 | 564 | 1.48 |
| other | 0 | 2 | 0 |
[layout make-up]
type | instances | area, µm² | share of cell area [%]
Inverter | 31 | 116 | 0.123
Clock inverter | 146 | 1820 | 1.91
Tap cell | 3686 | 4610 | 4.86
Sequential cell | 2099 | 62700 | 66.1
Multi-Input combinational cell | 1587 | 19200 | 20.2
Antenna cell | 2 | 5.00 | 0.00527
Clock buffer | 231 | 5160 | 5.44
Timing Repair Buffer | 156 | 1320 | 1.39
[per-layer routing]
metal  vias to the layer above  part of all wire, %  track usage, %
li1                      16782                    -               -
met1                     20731                   31            19.0
met2                      3180                   46            26.3
met3                       395                   19            16.0
met4                        24                  3.0            4.26
met5                         -                 0.37            2.20
[worst max path at each step]
stage / start / slack, ns / to
6_report: rst_n / 31.74 / DUT_RAM.mem[75][7]
4_1_cts: rst_n / 31.96 / DUT_RAM.mem[91][7]
5_1_grt: rst_n / 31.70 / DUT_RAM.mem[251][6]
[report_power, final]
part	internal [mW]	switching (mW)	leakage [nW]
Combinational	0.00245	0.00427	6.58
Clock	1.05	0.764	3.34
Sequential	2.18	0.000233	18.8
Power is estimated from default activity; no workload was simulated.
